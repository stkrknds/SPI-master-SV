### ./design.v
module spi#(CLK_PER_SCLK_EDGE = 1,                      
            DATA_WIDTH = 8)                             
           (input  logic [1:0]               mode,      
            input  logic [DATA_WIDTH - 1:0]  snd_data,  
            input  logic                     start,     
            input  logic                     MISO,      
            input  logic                     clk,       
            input  logic                     rst,       
            output logic                     ready,     
            output logic                     SCLK,      
            output logic                     MOSI,      
            output logic                     SS,        
            output logic [DATA_WIDTH - 1:0]  rcv_data,  
            output logic                     done);     
enum logic[2:0]  {sIdle      = 3'b000,
                  sWait      = 3'b001,
                  sFirstEdge = 3'b010,
                  sActive    = 3'b011,
                  sLastEdge  = 3'b100,
                  sDone      = 3'b101,
                  XXX        = 'x    } state;
logic CPOL;
logic CPHA;
logic idle_SCLK;
logic snd_shift_en;
logic rcv_shift_en;
logic snd_edge;
logic rcv_edge;
logic cnt_en;
logic SCLK_en;
logic once_per_SCLK_cycle;
logic half_cycle_end;
logic transfer_end;
logic init;
logic active;
logic[$clog2(DATA_WIDTH):0]        SCLK_cycle_cnt;
logic[$clog2(CLK_PER_SCLK_EDGE):0] CLK_cycle_cnt;
logic[DATA_WIDTH - 1:0] snd_data_buffer;
logic[DATA_WIDTH - 1:0] rcv_data_buffer;
always_ff @(posedge clk, posedge rst) begin
    if(rst) begin
        SS <= '1;
        ready <= '1;
        init <= '1;
        SCLK_en <= '0;
        cnt_en <= '0;
        active <= '0;
        done <= '0;
                                    state <= sIdle;
    end
    else begin
        case(state)
            sIdle : begin
                if(start) begin
                    SS <= '1;
                    ready <= '0;
                    init <= '0;
                    SCLK_en <= '0;
                    cnt_en <= '0;
                    active <= '0;
                    done <= '0;
                                    state <= sWait;
                end
            end
            sWait : begin
                SS <= '0;
                ready <= '0;
                init <= '0;
                SCLK_en <= '1;
                cnt_en <= '1;
                active <= '0;
                done <= '0;
                                    state <= sFirstEdge;
            end
            sFirstEdge : begin
                if(half_cycle_end) begin
                    SS <= '0;
                    ready <= '0;
                    init <= '0;
                    SCLK_en <= '1;
                    cnt_en <= '1;
                    active <= '1;
                    done <= '0;
                                    state <= sActive;
                end
            end
            sActive : begin
                if(transfer_end) begin
                    SS <= '0;
                    ready <= '0;
                    init <= '0;
                    SCLK_en <= '0;
                    cnt_en <= '1;
                    active <= '0;
                    done <= '0;
                                    state <= sLastEdge;
                end
            end
            sLastEdge : begin
                if(half_cycle_end) begin
                    SS <= '1;
                    ready <= '0;
                    init <= '0;
                    SCLK_en <= '0;
                    cnt_en <= '0;
                    active <= '0;
                    done <= '1;
                                    state <= sDone;
                end
            end
            sDone : begin
                SS <= '1;
                ready <= '1;
                init <= '1;
                SCLK_en <= '0;
                cnt_en <= '0;
                active <= '0;
                done <= '0;
                                    state <= sIdle;
            end
        endcase
    end
end
assign CPOL = mode[1];
assign CPHA = mode[0];
assign idle_SCLK = CPOL;
assign half_cycle_end = CLK_cycle_cnt == CLK_PER_SCLK_EDGE - 1;
assign transfer_end = (SCLK_cycle_cnt == DATA_WIDTH) && half_cycle_end;
assign snd_shift_en = snd_edge && active && half_cycle_end;
assign rcv_shift_en = rcv_edge && SCLK_en && half_cycle_end;
always_ff @(posedge clk) begin
    if(init) begin
        SCLK <= idle_SCLK;
        snd_edge <= CPHA;
        rcv_edge <= ~CPHA;
        CLK_cycle_cnt <= '0;
        SCLK_cycle_cnt <= '0;
        once_per_SCLK_cycle <= '1;
        snd_data_buffer <= snd_data;
    end
    if(half_cycle_end) begin
        if(cnt_en) begin
            CLK_cycle_cnt <= '0;
            SCLK_cycle_cnt <= SCLK_cycle_cnt + once_per_SCLK_cycle;
            once_per_SCLK_cycle <= ~once_per_SCLK_cycle;
            snd_edge <= ~snd_edge;
            rcv_edge <= snd_edge;
        end
        if(SCLK_en)
            SCLK <= ~SCLK;
    end
    else if(cnt_en)
        CLK_cycle_cnt <= CLK_cycle_cnt + 1'b1;
    if(snd_shift_en)
        snd_data_buffer <= snd_data_buffer >> 1;
    if(rcv_shift_en) begin
        rcv_data_buffer <= rcv_data >> 1;
        rcv_data_buffer[DATA_WIDTH - 1] <= MISO;
    end
end
assign MOSI = snd_data_buffer[0];
assign rcv_data = rcv_data_buffer;
endmodule
### ./run.sh
#!/bin/bash
# OpenROAD 26Q1-2900-gdf79404cd8, Yosys 0.63+post, stock flow scripts
make -C /OpenROAD-flow-scripts/flow DESIGN_CONFIG=/design/flow/config.mk WORK_HOME=/design/flow/orfs finish
### ./config.mk
export PLATFORM = sky130hd
export DESIGN_NAME = spi
export DESIGN_NICKNAME = spi
export VERILOG_FILES = /design/flow/design.v
export SDC_FILE = /design/flow/constraint.sdc
export NUM_CORES = 4
export LEC_CHECK = 1
export CORE_UTILIZATION = 30
### ./constraint.sdc
current_design spi

set clk_period 2.1
set clk_io_pct 0.2

create_clock -name clk0 -period $clk_period [get_ports {clk}]

set non_clock_inputs [all_inputs -no_clocks]
set_input_delay [expr $clk_period * $clk_io_pct] -clock clk0 $non_clock_inputs
set_output_delay [expr $clk_period * $clk_io_pct] -clock clk0 [all_outputs]
==> results_tabular.tex <==
% Generated from flow reports
\begin{tabular}{lr}
\hline
Metric & Value \\
\hline
\multicolumn{2}{l}{\textbf{Synth}} \\
\quad YS chip area & approximately 0.0015 mm2 \\
\quad Count of state elements after synthesis & 37 \\
\quad Netlist cell types & 33 \\
\quad Ys cells & 128 \\
\quad Yosys Warn Count & 1 \\
\quad Cell Area, Synth & about 0.0015 mm2 \\
\quad Sequential-to-total area share from yosys stat & between 60\% and 70\% \\
\quad Per-instance average area after synthesis & roughly 12 um2 \\
\quad Count of mapped cells out of synthesis & $\sim$130 \\
\multicolumn{2}{l}{\textbf{STA}} \\
\quad Ratio of final minimum period to clock period & approximately four fifths \\
\quad Max Fclk & 587 MHz \\
\quad Final tally of setup violations & 0 \\
\quad Worst setup margin & 0.397 ns \\
\quad Max Transition Viols Final & 0 \\
\quad Min Clock Period, post-route & 1.70 ns \\
\quad Worst setup skew after layout & a little over 0.007 ns \\
\quad RSZ-0062 raised after global routing & false \\
\quad Final Hold Violation Tally & 0 \\
\quad Worst Tran Pin Value & 0.495 ns \\
\quad Setup TNS & 0 ns \\
\quad Worst hold slack across all endpoints & approximately 0.43 ns \\
\quad Headroom to the max-slew limit & between 60\% and 70\% \\
\multicolumn{2}{l}{\textbf{Floorplan}} \\
\quad Core Box Area & roughly 0.0048 mm2 \\
\quad Row cnt & 25 \\
\quad Initial core utilization & 31.4\% \\
\quad \# IOs & 27 \\
\quad Overall die area & 0.00527 mm2 \\
\quad Die x size & between 70 and 80 um \\
\quad Die Span Y & 72.6 um \\
\multicolumn{2}{l}{\textbf{Drt}} \\
\quad Residual antenna-violating net count after detailed routing & 0 \\
\quad Remaining routing DRC violations & 0 \\
\quad Ratio of routed vias to standard cells & between 4 and 5 \\
\quad DR WL/cell & 11.2 um \\
\quad Via Count & 987 \\
\quad Count of TritonRoute iterations in the first routing pass & 4 \\
\quad Starting DRT DRC Count & $\sim$42 \\
\quad Overall routed net length & around 2.5 mm \\
\quad Antenna diodes & 0 \\
\multicolumn{2}{l}{\textbf{Power and ir drop}} \\
\quad Leakage & between 0.8 and 0.9 nW \\
\quad Clock network fraction of design power & a little under two fifths \\
\quad Switching share of total power & about a fifth \\
\quad Gate power share & 2.8\% \\
\quad Internal Dissipation & 1.00 mW \\
\quad Maximum resistive drop on vdd & 0.319 mV \\
\quad Power density relative to cell area & between 600 and 700 mW/mm2 \\
\quad Switching power & around 240 uW \\
\quad Total Power & between 1 and 1.5 mW \\
\quad Share of power burned in registers & 60.2\% \\
\multicolumn{2}{l}{\textbf{Cells and area}} \\
\quad Gate Area & between 500 and 600 um2 \\
\quad Filler cell count & around 470 \\
\quad Proportion of layout cells with a drive suffix above 1 & roughly 11\% \\
\quad Synthesis-to-layout area growth & 28.2\% \\
\quad Combined flip-flop and latch cell area & approximately 950 um2 \\
\multicolumn{2}{l}{\textbf{Worst setup path}} \\
\quad Crit path cell chain & clkdlybuf4s50\_1 \\
\quad Start-to-end type of the worst setup path & reg -> out \\
\quad Buffers and inverters on the worst path & 1 \\
\quad Delay of the slowest cell on the worst path & between 0.5 and 0.6 ns \\
\quad Maximum fanout along the worst path & 2 \\
\quad Cell type group with the largest total delay on the critical path & flip-flops \\
\quad Data arrival time at the worst-slack endpoint & between 1 and 1.5 ns \\
\quad Kind of end point of the critical path & primary output \\
\quad Type of element launching the critical path & flop \\
\quad Critical path data required time & 1.68 ns \\
\quad Highest-delay cell along the critical path & dfstp\_2 \\
\multicolumn{2}{l}{\textbf{CTS}} \\
\quad Clock Sinks & 37 \\
\quad Cell chosen for the clock root & clkbuf\_8 \\
\quad Post-CTS setup buffer count & 0 \\
\quad Clock insertion delay at the later pin of the skew report & about 0.28 ns \\
\quad CTS H-Tree Depth & 2 \\
\quad CTS buffer count & 5 \\
\quad CTS tree & built \\
\quad Clock transition at the registers of the reported paths & $\sim$0.060 ns \\
\quad Buffer depth of the longest clock path & 2 \\
\quad Post\_cts resized & 0 \\
\quad Hold-fix buffers, CTS & 0 \\
\multicolumn{2}{l}{\textbf{Global routing}} \\
\quad Largest net degree at the start of global routing & 15 \\
\quad Initial antenna violation count & 0 \\
\quad Sum of overflow across all layers after global routing & 0 \\
\quad First-pass GRT wire length & 4.19 mm \\
\quad Vias in the first global route & $\sim$1000 \\
\quad Global routing usage summed across all routing layers & between 10\% and 20\% \\
\multicolumn{2}{l}{\textbf{Status}} \\
\quad Status & finished clean \\
\multicolumn{2}{l}{\textbf{Place}} \\
\quad Number of buffers added on ports & 26 \\
\quad Placement-stage worst setup slack & roughly 0.38 ns \\
\quad HPWL after DPL & between 1.5 and 2 mm \\
\quad Final weighted congestion in routability-driven placement & approximately 0.87 \\
\multicolumn{2}{l}{\textbf{Hold path}} \\
\quad Tightest Hold Check Type & in -> async \\
\multicolumn{2}{l}{\textbf{Flow run}} \\
\quad Number of OpenROAD warnings & 25 \\
\quad Max-cap violations & 0 \\
\hline
\end{tabular}
## metrics by stage
stage	utilization (%)	instance area, um2	cells
floorplan	-	1490	128
global placement	38.6	1830	219
detailed placement	38.6	1830	219
CTS	40.3	1920	227
global route	40.3	1920	227
finish	40.3	1920	227
## path summary, 6_finish.rpt
kind                                              start                      endpoint  slack [ns]  cells after the start
max in group asynchronous                           rst             ready$_DFFE_PP1P_        1.33                      2
min                                                 rst            state[3]$_DFF_PP0_        0.43                      2
min in group clk0          rcv_data_buffer[2]$_DFFE_PP_  rcv_data_buffer[1]$_DFFE_PP_        0.45                      0
max reg2reg                          state[2]$_DFF_PP0_            active$_DFFE_PP0P_        0.47                      4
min reg2reg                rcv_data_buffer[2]$_DFFE_PP_  rcv_data_buffer[1]$_DFFE_PP_        0.45                      0
max                                   ready$_DFFE_PP1P_                         ready        0.40                      1
## synthesized netlist by cell type
| library cell | count | area share, % |
|---|---|---|
| nor2_1 | 4 | 1.0 |
| a21oi_1 | 2 | 0.67 |
| and2_1 | 2 | 0.84 |
| dfrtp_1 | 9 | 15 |
| dfstp_2 | 3 | 5.3 |
| nand3b_1 | 2 | 1.0 |
| edfxtp_1 | 15 | 30 |
| buf_1 | 1 | 0.25 |
| nor4_1 | 1 | 0.42 |
| nand2_2 | 1 | 0.42 |
| dfxtp_1 | 10 | 13 |
| a21oi_4 | 1 | 1.1 |
| or3_1 | 1 | 0.42 |
| nor3b_1 | 1 | 0.50 |
| or4b_4 | 1 | 0.92 |
| o21a_1 | 1 | 0.50 |
| nand2_1 | 30 | 7.5 |
| a211oi_1 | 1 | 0.50 |
| nor2b_1 | 5 | 2.1 |
| nor3_1 | 2 | 0.67 |
| or2_2 | 1 | 0.42 |
| nand3_1 | 2 | 0.67 |
| nand3_4 | 1 | 1.2 |
| nand2b_1 | 5 | 2.1 |
| ha_1 | 2 | 1.7 |
| clkbuf_1 | 2 | 0.50 |
| a32o_1 | 1 | 0.67 |
| a21o_1 | 1 | 0.50 |
| xor2_1 | 1 | 0.59 |
| mux2_4 | 3 | 3.0 |
| inv_1 | 5 | 1.3 |
| mux2i_1 | 3 | 2.0 |
| o21ai_0 | 8 | 2.7 |
## final cells by class
class | count | share of cell area [%]
inverter | 5 | 0.980
clock buffer | 7 | 3.98
sequential | 37 | 49.8
tap | 67 | 4.38
clock inverter | 1 | 0.261
multi-input combinational | 83 | 26.6
timing repair buffer | 27 | 14.0
## registers in the layout, indices dropped and copies added (netlist names)
signal	cells
rcv_data_buffer	8
active	1
SS	1
snd_edge	1
SCLK	1
done	1
once_per_SCLK_cycle	1
SCLK_cycle_cnt	4
state	6
snd_data_buffer	8
cnt_en	1
SCLK_en	1
rcv_edge	1
ready	1
CLK_cycle_cnt	1
## power by group through the flow
stage / Clock, mW / Combinational [mW] / Sequential [mW]
4_1_cts: 0.475 / 0.0352 / 0.747
5_1_grt: 0.514 / 0.0387 / 0.747
6_report: 0.460 / 0.0344 / 0.748
## cell usage in the layout (no fill, tap or decap), types with 2 or more instances in the layout
cell,instances
nand2_1,30
mux2_4,3
dfxtp_1,10
edfxtp_1,15
clkdlybuf4s50_1,26
nor3_1,2
ha_1,2
a21oi_1,2
nor2_1,4
dfrtp_1,9
inv_1,5
o21ai_0,8
clkbuf_1,2
nor2b_1,5
nand3b_1,2
nand2b_1,5
and2_1,2
dfstp_2,3
nand3_1,2
mux2i_1,3
clkbuf_8,5
## per-layer routing
layer | GRT usage, % | part of all wire [%] | vias to the layer above
met3 | 3.10 | 6.8 | 10
met5 | 0 | 0 | -
met2 | 15.7 | 42 | 36
met1 | 15.3 | 49 | 445
met4 | 3.05 | 2.3 | 0
li1 | - | - | 496
## cells by family after synthesis
logic type	count (synthesis)	synth area share, %
multiplexers	6	5.02
flip-flops	37	63.9
adder cells (fa/ha/maj)	2	1.67
AND/OR/NAND/NOR	59	20.2
AND-OR/OR-AND	15	6.62
XOR/XNOR	1	0.586
buffers and inverters	8	2.01
Power figures rest on the tool's default switching activity, not on a simulated workload.
